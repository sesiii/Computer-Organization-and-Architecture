==> design.v <==
module ALU(
    input [3:0] opcode,
    input [31:0] A, B,
    output reg [31:0] result
);
    always @(*) begin
        case (opcode)
            4'b0000: result = A + B;         
            4'b0001: result = A - B;         
            4'b0010: result = A & B;         
            4'b0011: result = A | B;         
            4'b0100: result = A ^ B;         
            4'b0101: result = ~(A | B);      
            4'b0110: result = A << 1;        
            4'b0111: result = A >> 1;        
            4'b1000: result = A >>> 1;       
            4'b1001: result = (A < B) ? 1 : 0;   
            4'b1010: result = (A > B) ? 1 : 0;   
            4'b1011: result = {B[15:0], 16'b0};  
            4'b1100: result = A + ^B;            
            default: result = 32'b0;
        endcase
    end
endmodule
module ControlUnit(
    input [3:0] opcode,
    output reg reg_write, alu_src
);
    always @(*) begin
        case (opcode)
            4'b0000: reg_write = 1;  
            4'b0001: reg_write = 1;  
            default: reg_write = 0;
        endcase
    end
endmodule
module RegisterBank(
    input clk,
    input [3:0] read_reg1, read_reg2, write_reg,
    input [31:0] write_data,
    input reg_write,   
    output [31:0] read_data1, read_data2
);
    reg [31:0] registers [0:15];   
    initial begin
        registers[0] = 32'b0;   
        registers[1] = 32'hA5A5A5A5;   
        registers[2] = 32'h5A5A5A5A;
        registers[3] = 32'h12345678;
    end
    assign read_data1 = registers[read_reg1];
    assign read_data2 = registers[read_reg2];
    always @(posedge clk) begin
        if (reg_write && write_reg != 4'b0000) begin
            registers[write_reg] <= write_data;
        end
    end
endmodule
module RISC_Processor(
    input clk,
    input [15:0] instruction,
    output [31:0] result
);
    wire [3:0] opcode = instruction[15:12];
    wire [3:0] read_reg1 = instruction[11:8];
    wire [3:0] read_reg2 = instruction[7:4];
    wire [3:0] write_reg = instruction[3:0];
    wire [31:0] read_data1, read_data2, alu_result;
    wire reg_write;
    RegisterBank reg_bank(
        .clk(clk),
        .read_reg1(read_reg1),
        .read_reg2(read_reg2),
        .write_reg(write_reg),
        .write_data(alu_result),
        .reg_write(reg_write),
        .read_data1(read_data1),
        .read_data2(read_data2)
    );
    ALU alu(
        .opcode(opcode),
        .A(read_data1),
        .B(read_data2),
        .result(alu_result)
    );
    ControlUnit ctrl_unit(
        .opcode(opcode),
        .reg_write(reg_write)
    );
    assign result = alu_result;
endmodule
==> run.sh <==
#!/bin/bash
# OpenROAD 26Q1-2900-gdf79404cd8, Yosys 0.63+post, stock flow scripts
make -C /OpenROAD-flow-scripts/flow DESIGN_CONFIG=/design/flow/config.mk WORK_HOME=/design/flow/orfs finish
==> config.mk <==
export PLATFORM = sky130hd
export DESIGN_NAME = RISC_Processor
export DESIGN_NICKNAME = RISC_Processor
export VERILOG_FILES = /design/flow/design.v
export SDC_FILE = /design/flow/constraint.sdc
export NUM_CORES = 4
export LEC_CHECK = 1
export CORE_UTILIZATION = 30
==> constraint.sdc <==
current_design RISC_Processor

set clk_period 24.6
set clk_io_pct 0.2

create_clock -name clk0 -period $clk_period [get_ports {clk}]

set non_clock_inputs [all_inputs -no_clocks]
set_input_delay [expr $clk_period * $clk_io_pct] -clock clk0 $non_clock_inputs
set_output_delay [expr $clk_period * $clk_io_pct] -clock clk0 [all_outputs]
==> results.cfg <==
; generated from flow reports
[logic_synthesis]
syn_area_um2 = 29400
async_reset_ff_frac = 0
synth_flops = 512
syn_area_per_cell_um2 = 15.4
ys_chip_area_um2 = 29400
ys.warnings.count = 3
yosysCellCount = 1905
top_area_cell = edfxtp_1
synth_cells = 1905
edf_count = 512
top_cells_by_area = edfxtp_1 52%, mux4_2 22%, ha_1 5.4%
ys.flop_type = edfxtp_1
top_cell_area_share = 0.523
yosysUniqueCellTypes = 66
ys_seq_frac = 0.523

[sta]
setup_viol = 0
finalHoldViolCount = 0
slew_headroom = 0.177
fmax_ghz = 0.0556
finClkSkew_ns = 0.0345
tightest_slew_ns = 1.23
period_used_share = 0.731
slew_viol_final = 0
fin_setup_tns_ns = 0
rsz0062_at_grt = no
period_minus_slack_ns = 17.98

[critical_path]
reg2reg_depth = 22
cp-end-kind = output pin
r2r_start = reg_bank.registers[11][7]
cp_slowest_cell = buf_4
critPathLaunchType = input pin
critPathKind = in2out
crit_arrival_ns = 13.06
worstReg2RegEnd = reg_bank.registers[12][28]
cp.required_ns = 19.68
crit_fanout = 43
crit_top_cell = xnor2_1
cp_top_family = AND-OR/OR-AND gates
reg2reg_slack_ns = 17.85
max_stage_delay_ns = 0.64
crit_buf_inv = 5

[clocking]
cts-hold-fix-buffers = 0
worst_skew_pair.late_latency_ns = 0.61
ctsResizeCount = 0
tritoncts = yes
clock_path_buffers = 3
cts_root_buffer = clkbuf_16
htreeDepth = 2
clkSinkCount = 512
path_clk_slew_ns = 0.06
cts_inserted_buffers = 53
post_cts_buffers = 0

[cells_and_area]
drive_gt1_frac = 0.250
nFillCells = 8904
lay_top_cells = 512 x edfxtp_1, 288 x mux4_2, 127 x ha_1
max_flop_register = reg_bank.registers
final_common_cell = edfxtp_1
biggestRegsByFlops = reg_bank.registers x512
largest_reg_flops = 512
final_cell_count_no_fill = 3330
syn2layout_area_growth_pct = 14.5
final_area_um2 = 33700

[floorplanning]
num_io_pins = 49
dieArea_um2 = 99300
die_h_um = 315
core_um2 = 96900
rows = 114
fp.dieW_um = 315
fp_util = 0.304

[grt]
antenna_found_initial = 5
grt_pass1_wl_mm = 130
grt_pass1_vias = 19900
gr-total-overflow = 0
grt_max_degree = 59
grtUsageTotal = 0.191

[worst_hold_path]
hold_class = reg2reg
hold_end = reg_bank.registers[12][31]
worstHoldPathCells = 7
hp-start = reg_bank.registers[6][31]

[place]
place_congestion = 1.02
dp_hpwl_mm = 58.5
dp_cells = 3230
placed_cell_area_um2 = 31900
numPortBuffers = 48

[detailed_routing]
drt-total-wl_mm = 88.0
drc_errors = 0
vias_per_cell = 5.60
ant_nets = 0
num_vias = 18600
drt_pass1_iterations = 24
wire_per_inst_um = 26.4
first_iter_violations = 1397

[outcome]
status = completed

[pwr]
power.leakage_nw = 11.4
power_density_nw_per_um2 = 70.8
irDropWorstVdd_mv = 0.0579

[flow_run]
warnings = 89
cap_violations = 0
## layer usage
metal  part of all wire  GRT usage  vias to the layer above
li1                   -          -                     8021
met1               0.34      0.224                     9276
met2               0.48      0.295                     1209
met3               0.16      0.129                      131
met4              0.024     0.0374                        4
met5            0.00023   0.000967                        -
## logic make-up after synthesis
logic type      share of synthesized area
compound gates                      0.102
xor+xnor                           0.0226
fa+ha+maj                          0.0554
buf+inv                            0.0318
flops                               0.523
mux                                 0.224
other cells                      0.000127
simple gates                       0.0417
## cell usage after synthesis (all sizes together) (17+ instances only)
cell type and instances:
edfxtp 512, mux4 288, ha 127, inv 104
nor2 104, nand2 82, a21oi 78, clkbuf 76
a221oi 54, o21ai 53, xnor2 52, buf 45
a22oi 38, a21o 32, xor2 23, a22o 21
o2111ai 17, o221ai 17
## final cells by class
type                    count  area [um^2]  share of cell area
diodes                      2         5.00            0.000149
clock buffers              63         1390              0.0411
clock inverters            35          374              0.0111
inverters                 104          390              0.0116
multi-input cells        1199        13400               0.397
flip-flops and latches    512        15400               0.457
well taps                1276         1600              0.0474
repair buffers            139         1180              0.0349
## metrics by stage
step / setup slack [ns] / utilization / power, mW / hold slack (ns)
after global routing: 5.88 / 0.348 / 2.48 / 1.48
after global placement: 6.62 / 0.330 / 1.59 / 1.38
final: 6.62 / 0.348 / 2.38 / 1.42
after floorplan: 9.59 / - / 1.40 / 1.18
after detailed placement: 6.55 / 0.330 / 1.59 / 1.41
after CTS: 6.52 / 0.348 / 2.40 / 1.42
## worst max-delay path by stage
| stage | startpoint | end | depth (start not counted) |
|---|---|---|---|
| final | instruction[4] | result[28] | 25 |
| after global routing | instruction[4] | result[28] | 25 |
| after CTS | instruction[4] | result[28] | 25 |
## report_power, final
group	leakage, nW	switching, mW	internal, mW
sequential	4.71	0.00540	1.02
combinational	5.87	0.329	0.219
clock	0.853	0.329	0.483
total	11.4	0.663	1.72
## worst register-to-register path: stages (launching register included)
cell	delay, ns
edfxtp_1	0.37
mux4_2	0.48
a22o_1	0.25
a221oi_2	0.90
xnor2_1	0.20
xnor2_1	0.25
xnor2_1	0.16
xnor2_1	0.15
xnor2_1	0.15
a21oi_1	0.12
ha_1	0.25
fa_1	0.46
a21o_1	0.20
a21oi_1	0.26
nor3_1	0.12
o21ai_0	0.40
a21oi_1	0.23
o211ai_1	0.48
or2_2	0.24
a21oi_1	0.07
a41oi_1	0.20
o221ai_1	0.23
buf_4	0.25
No activity file was given, so power comes from the tool's default toggle rates.
